===== flow/run.sh =====
#!/bin/bash
# OpenROAD 26Q1-2900-gdf79404cd8, Yosys 0.63+post, stock flow scripts
make -C /OpenROAD-flow-scripts/flow DESIGN_CONFIG=/design/flow/config.mk WORK_HOME=/design/flow/orfs finish

===== flow/config.mk =====
export PLATFORM = sky130hd
export DESIGN_NAME = speaker
export DESIGN_NICKNAME = speaker
export VERILOG_FILES = /design/flow/design.v
export SDC_FILE = /design/flow/constraint.sdc
export NUM_CORES = 4
export LEC_CHECK = 1
export CORE_UTILIZATION = 50

===== flow/constraint.sdc =====
current_design speaker

set clk_period 8.6
set clk_io_pct 0.2

create_clock -name clk0 -period $clk_period [get_ports {clk}]

set non_clock_inputs [all_inputs -no_clocks]
set_input_delay [expr $clk_period * $clk_io_pct] -clock clk0 $non_clock_inputs
set_output_delay [expr $clk_period * $clk_io_pct] -clock clk0 [all_outputs]

===== flow/design.v =====
`timescale 1ns / 1ps
module speaker(
	input clk,
	input [7:0]dip_sw,	
	input [3:0]digit0,
	input [3:0]digit1,
	input [3:0]digit2,
	input [3:0]digit3,
	output reg sound,
	output reg led
	);
wire [16:0] tone = 17'b10000000000000000;
reg [16:0] counter;
reg [24:0] type;
reg [24:0] value;
reg [3:0] switch;
reg [7:0] number;
reg cnt_out;
always @(posedge clk) 
begin
	number = (digit1 * 10) + digit0;
	if(number > 36)
		switch = 0;
		else if (number > 25)
			switch = 7;
		else if (number > 20)
			switch = 6;				
		else if (number > 15)
			switch = 5;	
		else if (number > 11)
			switch = 4;	
		else if (number > 8)
			switch = 3;	
		else if (number > 6)
			switch = 2;				
		else
			switch = 1;
end
always @(switch)
begin
	case(switch)
		0:	type = 25'd0; 
		1: type = 25'd4194303;	
		2: type = 25'd6291455;		
		3: type = 25'd8388607;
		4: type = 25'd12582911;
		5: type = 25'd16777215;
		6: type = 25'd25165823;
		7: type = 25'd33554431;
	endcase
end	
always @(posedge clk) 
begin
	if(counter==0) 
		counter <= tone; 
	else 
		counter <= counter-1;
end		
always @(posedge clk) 
begin		
	if(switch!=0)
	begin
		if(value==type)
			begin
				cnt_out <= ~cnt_out;
				value <= 0;
			end
		else value <= value + 1;
	end
	else
		cnt_out <= 0;
end
always @(posedge clk) 
begin
		if(cnt_out)
			if(counter==0)
			begin
				led <= ~led;
				if(dip_sw[0])
					sound <= ~sound;
			end
end
endmodule

==> deck_impl_summary.md <==
Flow Results at a Glance

Logic synthesis
  – Flip-flops with a built-in enable: 27
  – Share of the synthesized area in the top cell type: 0.290
  – Mean Syn Cell Area: 9.89 um2
  – Cell taking the most area after synthesis: edfxtp_1
  – Most common cell in the netlist: nor2_1
  – Post-Syn Instances: 283
  – # Cells Yosys: 283
  – Mapped Area: 2800 um2
  – Synth warnings: 1
  – Post-synth top cells: 46 x nor2_1, 27 x edfxtp_1, 23 x xnor2_1
  – FFs w/ async S/R, synth: 0
  – Yosys stat chip area: 2800 um2
  – Cell Type Count: 45
  – Flops after synth: 53
  – Top cells, area: edfxtp_1 29%, dfxtp_1 15%, xnor2_1 7.2%
  – Main flop type: edfxtp_1

Clocking
  – Root buffer cell: clkbuf_8
  – Clock Latency Late Sink: 0.30 ns
  – H-tree depth: 2
  – Setup bufs post-CTS: 0
  – PostCTS Resize Cnt: 0
  – Post-CTS Hold Buffers: 0
  – Clk buf depth: 2
  – Total clock buffers created by CTS: 5
  – Worst-path clk slew: 0.08 ns
  – CTS tree: done

Floorplan
  – CORE AREA: 5240 um2
  – Die height: 76.8 um
  – Die width: 76.8 um
  – Chip area: 5900 um2
  – Floorplan utilization: 0.534
  – Core Rows: 26
  – Top Ports: 27

GRT
  – GR peak layer: met1
  – Total global routing track utilization: 0.162
  – Vias in the first global route: 1764
  – GRT met3 Usage: 0.0266
  – Global route overflow: 0
  – Initial antenna violation count: 0
  – First-pass GRT wire length: 7.55 mm
  – Largest net degree at the start of global routing: 26
  – Met2 GRT Util: 0.254
  – Met1 Use GR: 0.259

Critical path
  – Slowest cell delay on critical path: 0.57 ns
  – Critical path peak fanout: 7
  – CP Capture Type: flop
  – Worst setup SP type: input pin
  – CP dominant cell by count: ha_1
  – Cell Chain, Critical Path: clkdlybuf4s50_1, ha_1, ha_1, fa_1, or3b_2, nor3b_1, a211oi_1, nand4_1, o21ai_0
  – Critical setup path kind: in -> reg
  – Critical Path AT: 4.26 ns
  – Required @ worst endpoint: 8.77 ns
  – Slowest-stage cell, CP: clkdlybuf4s50_1

Power
  – Maximum VDD drop: 0.108 mV
  – Pleak: 0.00113 uW
  – Power per Cell Area: 237 nW/um2

Placement
  – Pre-CTS setup slack: 4.17 ns
  – Area after DPL: 3010 um2
  – GPL Wtd Cong: 0.787
  – Post-DP HPWL: 3.01 mm
  – I/O Buffers: 11
  – DP Cell Count: 366

Timing
  – Endpoints left unconstrained: 5
  – Setup TNS: 0 ns
  – Final Hold Fails: 0
  – F_max: 245 MHz
  – Max-slew violation count: 0
  – Final Setup Violations: 0
  – Slew @ Worst Pin: 0.667 ns
  – Slew margin rel.: 0.551
  – Max Clock Skew: 0.00712 ns
  – Fin crit period: 4.09 ns
  – Count of unclocked register or latch pins: 5
  – Crit share post-route: 0.475
  – Final worst slack: 4.51 ns
  – RSZ-0062 raised after global routing: false

Outcome
  – Status: finished, final reports clean

Drt
  – Detailed-route DRC error count: 0
  – Post-Route WL: 4.21 mm
  – WL per Instance: 11.3 um
  – Final ANT Viol Nets: 0
  – Via density: 5.11
  – ANT cells: 0
  – First-iteration detailed-routing DRC count: 109
  – DR pass1 iterations: 4
  – Total number of vias: 1912

Finish
  – Layout cell share with drive strength beyond 1: 0.0559
  – Layout fillers: 469
  – Area delta synth->final: 10.5%
  – Non-Filler Instances: 374
  – Final instance area: 3090 um2

Run
  – Max Cap Violations: 0
  – OpenROAD warning count: 41

Min path
  – HP Class: reg -> reg
cell usage in the layout (no fill, tap or decap), types with 3 or more instances in the layout:
cell type | netlist | final
nor4_1 | 3 | 3
nor2b_1 | 4 | 4
and2_1 | 5 | 5
or3_1 | 5 | 5
nor2_1 | 46 | 46
clkdlybuf4s50_1 | 0 | 11
xor2_1 | 19 | 19
nand2_1 | 15 | 15
nor3_1 | 9 | 9
o21ai_0 | 7 | 7
a21oi_1 | 7 | 7
ha_1 | 9 | 9
xnor2_1 | 23 | 23
or2_2 | 3 | 3
dlxtn_1 | 5 | 5
edfxtp_1 | 27 | 27
inv_1 | 12 | 12
dfxtp_1 | 21 | 21
nand4_1 | 10 | 10
buf_4 | 0 | 3
clkbuf_8 | 0 | 5
nand3_1 | 12 | 12
conb_1 | 1 | 5
metrics by stage:
| step | hold WS (ns) | utilization | power [uW] |
|---|---|---|---|
| 6_report | 0.477 | 0.591 | 732 |
| 4_1_cts | 0.477 | 0.591 | 742 |
| 3_3_place_gp | 0.460 | 0.574 | 607 |
| 2_1_floorplan | 0.436 | - | 559 |
| 5_1_grt | 0.501 | 0.591 | 791 |
| 3_5_place_dp | 0.464 | 0.574 | 610 |
path summary, 6_finish.rpt:
path,start,to,slack [ns],cells after the start
setup / recovery,digit1[3],switch[2],4.51,9
hold / removal,counter[0],counter[0],0.48,1
setup reg to reg,switch[1],cnt_out,5.88,9
hold reg to reg,counter[0],counter[0],0.48,1
layer usage:
layer  vias up  part of all wire
li1       1025                 -
met1       865              0.52
met2        18              0.44
met3         4             0.029
met4         0             0.011
met5         -                 0
kinds of logic after synthesis:
| family | share of synthesized area |
|---|---|
| AND/OR/NAND/NOR | 0.236 |
| flip-flops | 0.440 |
| XOR/XNOR | 0.131 |
| AND-OR/OR-AND | 0.0831 |
| buffers and inverters | 0.0264 |
| adder cells (fa/ha/maj) | 0.0545 |
| latches | 0.0268 |
| other | 0.00134 |
state kept, by name, indices dropped and copies added (netlist names):
| register | count |
|---|---|
| cnt_out | 1 |
| counter | 17 |
| led | 1 |
| sound | 1 |
| switch | 3 |
| type | 5 |
| value | 25 |
power breakdown:
part           internal [uW]  leakage (uW)  switching (uW)
clock network           56.2     0.0000378            73.6
registers                348      0.000476            73.9
logic                   87.5      0.000618            93.4
total                    491       0.00113             241
worst max-delay path: cells and delay by family:
family / cells / cell delay, ns
AND-OR/OR-AND: 2 / 0.20
adder cells (fa/ha/maj): 3 / 0.94
buffers and inverters: 1 / 0.57
AND/OR/NAND/NOR: 3 / 0.83
cell type report:
type                    count  area, um2  share of cell area
multi-input cells         217       1430               0.464
flip-flops and latches     53       1310               0.422
repair buffers             14        133              0.0429
well taps                  70       87.6              0.0283
clock buffers               5       68.8              0.0222
inverters                  12       45.0              0.0146
clock inverters             3       18.8             0.00607
Power figures rest on the tool's default switching activity, not on a simulated workload.
