[config.mk]
export PLATFORM = sky130hd
export DESIGN_NAME = disp_count
export DESIGN_NICKNAME = disp_count
export VERILOG_FILES = /design/flow/design.v
export SDC_FILE = /design/flow/constraint.sdc
export NUM_CORES = 4
export LEC_CHECK = 1
export CORE_AREA = 10 10 70 70
export DIE_AREA = 0 0 80 80
[constraint.sdc]
current_design disp_count

set clk_period 2.3
set clk_io_pct 0.2

create_clock -name clk0 -period $clk_period [get_ports {clk_mux}]

set non_clock_inputs [all_inputs -no_clocks]
set_input_delay [expr $clk_period * $clk_io_pct] -clock clk0 $non_clock_inputs
set_output_delay [expr $clk_period * $clk_io_pct] -clock clk0 [all_outputs]
[design.v]
`timescale 1ns / 1ps
module disp_count(
	input clk_mux,
	input [3:0]digit0,
	input [3:0]digit1,
	input [3:0]digit2,
	input [3:0]digit3,	
	output [3:0] an,
	output [6:0] a_to_g
    );
	reg [1:0] s;
	wire [3:0] num;
	mux4 mux_a_to_g(
		 .a0(digit0),
		 .a1(digit1),
		 .a2(digit2),
		 .a3(digit3),
		 .q(num),
		 .select(s)
		 );
	mux4 mux_an(
		 .a0(4'b0111),
		 .a1(4'b1011),
		 .a2(4'b1101),
		 .a3(4'b1110),
		 .q(an),
		 .select(s)
		 );
	sevenseg seven(
		.num (num),
		.a_to_g(a_to_g)
		 );
	always @ (posedge clk_mux)
		s <= s + 1;
endmodule
`timescale 1ns / 1ps
module mux4(
    input [3:0] a0,
    input [3:0] a1,
    input [3:0] a2,
    input [3:0] a3,
    output reg[3:0] q,
	 input wire [1:0]select
    );
	always @ (select or a0 or a1 or a2 or a3)
	begin
		case (select)
		0: q = a0;
		1: q = a1;
		2: q = a2;
		3: q = a3;
		endcase
	end
endmodule
`timescale 1ns / 1ps
module sevenseg(
	input [3:0] num,
	output reg [6:0] a_to_g
    );
	always @(*) begin
		case (num)
			0: a_to_g=7'b0000001;
			1: a_to_g=7'b1001111;
			2: a_to_g=7'b0010010;
			3: a_to_g=7'b0000110;
			4: a_to_g=7'b1001100;
			5: a_to_g=7'b0100100;
			6: a_to_g=7'b0100000;
			7: a_to_g=7'b0001111;
			8: a_to_g=7'b0000000;
			9: a_to_g=7'b0000100;
			default: a_to_g=7'b0000001;
		endcase
	end
endmodule
[run.sh]
#!/bin/bash
# OpenROAD 26Q1-2900-gdf79404cd8, Yosys 0.63+post, stock flow scripts
make -C /OpenROAD-flow-scripts/flow DESIGN_CONFIG=/design/flow/config.mk WORK_HOME=/design/flow/orfs finish
==> metrics.yaml <==
worstMarginPinSlew_ns: 0.5516
clockRootBuffer: "clkbuf_4"
port_buffers: 27
wl_per_cell_um: 11.02
worstSkewPairLatency_ns: 0.22
critical_path_arrival_ns: 2.12
viasPerCell: 3.676
grt_pass1_wl_mm: 2.435
pre_cts_slack_ns: -0.6333
route.detailed.drc: 0
ys_seq_frac: 0.1085
syn_area_um2: 369.1
ys_top_cells_by_area: "ha_1 27%, a222oi_1 11%, dfxtp_1 11%, nor2b_1 8.5%, mux2i_1 8.1%"
numSynthFlops: 2
rsz0062_at_grt: "true"
final_layout_top_logic_cells: "16 x clkdlybuf4s50_1, 13 x buf_4, 7 x buf_2"
chip_area_um2: 6400
top_regs: "s x2"
coreArea_um2: 3416
initial_core_util: 0.1081
yosys.area.top_type: "ha_1"
layout_setup_ws_ns: -0.2797
maxSlewViolCount: 0
drive_above_1_share: 0.5111
grt_use_total: 0.04602
critPathLaunchType: "input port"
cpMaxStageDelayCell: "clkdlybuf4s50_1"
ios: 28
die_w_um: 80
detail-route-antenna-nets: 0
area_growth_pct: 146.4
path_class: "input port to output port"
top_area_frac: 0.2712
leakage_nw: 0.3937
regMostFlops: "s"
largest_reg_flops: 2
fin_skew_ns: 0.001188
diodes: 0
max_slew_margin: 0.6322
max_freq_mhz: 387.6
ir_drop_mv: 0.1275
syn_inst: 44
syn_area_per_cell_um2: 8.389
setup-tns-final_ns: -1.328
tool_warnings: 33
drt-total-wl_mm: 1.499
cts_max_level: 1
end_kind: "output port"
clockBufferDepth: 2
violations: "negative setup slack"
p_per_area_nw_per_um2: 148.7
hold_class: "flip-flop to flip-flop"
period_used_share: 1.122
numCtsBuffers: 3
worstPathCellList: "clkdlybuf4s50_1, a222oi_1, a21oi_2, buf_4, ha_4, buf_6, mux2i_1, o22ai_1, buf_2"
setup_viol: 7
cts_tree: "done"
place.gp.congestion: 0.7821
drtPass1Iterations: 4
yosys_cells: 44
maxCapViolations: 0
critPathMaxStageDelay_ns: 0.40
cp.required_ns: 1.84
hold_ws_ns: 0.4824
fillers: 364
dr_total_vias: 500
first_global_vias: 576
final_area_um2: 909.6
grt_max_degree: 9
hold_violations: 0
ys.warnings.count: 3
dpl_cell_area_um2: 749.5
hpwl_mm: 1.193
drtIter0Drc: 10
layout_top_cell: "clkdlybuf4s50_1"
hold_buffers: 0
min_period_ns: 2.580
num_rows: 21
ys_area_um2: 369.1
die_h_um: 80
synth_cell_types: 16
antenna_found_initial: 0
outcome: "complete, but fails checks"
worstPathMaxFanout: 3
grt_overflow_total: 0
cts_sinks: 2
clk_pin_slew_worst_paths_ns: 0.03
## Yosys cell counts, drive strengths merged
cell,count
ha,8
nor2b,5
nor3b,1
o22a,1
xnor2,1
inv,8
dfxtp,2
a222oi,4
nor2,3
a21oi,4
mux2i,3
nor3,2
nand2b,1
o22ai,1
## power by group
part | leakage, nW | internal, mW | switching (mW) | total [mW]
Sequential | 0.0174 | 0.0338 | 0 | 0.0338
Combinational | 0.362 | 0.0211 | 0.00429 | 0.0253
Clock | 0.0138 | 0.0574 | 0.0187 | 0.0761
Total | 0.394 | 0.112 | 0.0230 | 0.135
## final timing paths
path | startpoint | endpoint | slack (ns) | cells after the start
worst min register to register | s[0] | s[0] | 0.48 | 1
worst max register to register | s[0] | s[1] | 1.46 | 2
worst min-delay path | s[0] | s[0] | 0.48 | 1
worst max-delay path | digit2[0] | a_to_g[2] | -0.28 | 9
## cell families (layout without fill, tap and decap cells)
group           Yosys count  in the layout  synth area share
compound gates           10             10            0.2339
xor+xnor                  1              1           0.02373
fa+ha+maj                 8              8            0.2712
buf+inv                   8             54           0.08136
flops                     2              2            0.1085
mux                       3              3           0.08136
simple gates             12             12            0.2000
## final cells by class
cell class                      instances  area (um2)  area share
Sequential cell                         2       45.04     0.04952
Clock buffer                            3       22.52     0.02476
Inverter                                8       32.53     0.03576
Multi-Input combinational cell         34       390.4      0.4292
Timing Repair Buffer                   43       361.6      0.3975
Tap cell                               46       57.56     0.06327
## metal layers
layer  vias up  part of all wire  GRT usage
met2        30              0.33    0.05778
met1       217              0.46    0.05563
li1        251                 -          -
met5         -                 0          0
met3         2              0.21    0.04205
met4         0            0.0080    0.01056
## metrics by stage
step,instances,power [mW],util
2_1_floorplan,44,0.03543,-
3_3_place_gp,124,0.06308,0.2194
3_5_place_dp,124,0.06336,0.2194
4_1_cts,134,0.1437,0.2575
5_1_grt,136,0.1512,0.2663
6_report,136,0.1353,0.2663
## worst max-delay path, delay by kind of cell
kind	cells	cell delay [ns]
AND-OR/OR-AND	3	0.56
buffers and inverters	4	0.80
adder cells (fa/ha/maj)	1	0.15
multiplexers	1	0.15
## what timing repair did
item | 4_1_cts | 5_1_grt
pin swaps | 12 | 7
cloned | 0 | 0
setup endpoints to repair | 7 | 7
gates resized | 46 | 4
setup buffers | 7 | 2
Power is estimated from default activity; no workload was simulated.
