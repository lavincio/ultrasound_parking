===== ./config.mk =====
export PLATFORM = sky130hd
export DESIGN_NAME = counter
export DESIGN_NICKNAME = counter
export VERILOG_FILES = /design/flow/design.v
export SDC_FILE = /design/flow/constraint.sdc
export NUM_CORES = 4
export LEC_CHECK = 1
export CORE_AREA = 10 10 80 80
export DIE_AREA = 0 0 90 90

===== ./constraint.sdc =====
current_design counter

set clk_period 3.1
set clk_io_pct 0.2

create_clock -name clk0 -period $clk_period [get_ports {clk}]

set non_clock_inputs [all_inputs -no_clocks]
set_input_delay [expr $clk_period * $clk_io_pct] -clock clk0 $non_clock_inputs
set_output_delay [expr $clk_period * $clk_io_pct] -clock clk0 [all_outputs]

===== ./design.v =====
`timescale 1ns / 1ps
module counter(
    input clk,
    input reset,
    output reg[3:0] digit0,
    output reg[3:0] digit1,
    output reg[3:0] digit2,
    output reg[3:0] digit3
    );
	always @ (posedge clk)
		begin
			if(reset)
				begin
					digit0 <= 0;
					digit1 <= 0;
					digit2 <= 0;
					digit3 <= 0;
				end
			else begin
				if (digit0 < 4'b1001)
					digit0 <= digit0 + 1;
				else begin
					digit0 <= 0;
					if (digit1 < 4'b1001)
						digit1 <= digit1 + 1;
					else begin
						digit1 <= 0;
						if (digit2 < 4'b1001)
							digit2 <= digit2 + 1;
						else begin
							digit2 <= 0;
							if (digit3 < 4'b1001)
								digit3 <= digit3 + 1;
							else
								digit3 <= 0;
						end
					end
				end
			end
		end
endmodule

===== ./run.sh =====
#!/bin/bash
# OpenROAD 26Q1-2900-gdf79404cd8, Yosys 0.63+post, stock flow scripts
make -C /OpenROAD-flow-scripts/flow DESIGN_CONFIG=/design/flow/config.mk WORK_HOME=/design/flow/orfs finish

==> tab_implementation.tex <==
% Auto-generated results table
\begin{tabular}{lr}
\hline
Metric & Value \\
\hline
\multicolumn{2}{l}{\textbf{Status}} \\
\quad Run status & completed \\
\multicolumn{2}{l}{\textbf{Hold path}} \\
\quad Type of the tightest min-delay check & reg -> reg \\
\multicolumn{2}{l}{\textbf{Timing}} \\
\quad Final Max Slew Viols & 0 \\
\quad Headroom to the max-slew limit & 73.8\% \\
\quad Clock tree skew after final layout & 0.00511 ns \\
\quad Final TNS setup & 0 ns \\
\quad Setup violations, final & 0 \\
\quad Transition time at the pin with the least slew margin & 0.391 ns \\
\quad Final clock period utilization by the worst path & 60.9\% \\
\quad Post-route setup slack & 1.21 ns \\
\quad Max Clk Rate & 530 MHz \\
\quad Shortest clock period the worst path allows after layout & 1.89 ns \\
\quad Setup repair after global routing missed its margin & no \\
\quad Final count of hold timing violations & 0 \\
\multicolumn{2}{l}{\textbf{Critical path}} \\
\quad Worst Setup Start Kind & input pin \\
\quad Cell-by-cell trace of the critical path & clkdlybuf4s50\_1 > buf\_4 > or4\_1 > o21ai\_0 \\
\quad Data required, critical path & 3.28 ns \\
\quad Top delay family on crit path & buffers and inverters \\
\quad Kind of capture point of the worst setup path & register \\
\quad Critical-path cell with the highest stage delay & clkdlybuf4s50\_1 \\
\quad Buffer and inverter count on the worst path & 2 \\
\quad Delay of the slowest cell on the worst path & 0.60 ns \\
\quad Type of the worst setup path & in -> reg \\
\quad Worst Path Max Fanout & 11 \\
\quad Arrival time at the worst endpoint & 2.07 ns \\
\multicolumn{2}{l}{\textbf{Detailed routing}} \\
\quad Residual DRC & 0 \\
\quad Violation count after the first detailed-routing iteration & 74 \\
\quad Wire length the detailed router placed on met1 & 966 µm \\
\quad Number of nets still failing antenna checks after routing & 0 \\
\quad Via count of the routed design & 758 \\
\quad Number of detailed-route iterations in the first pass & 5 \\
\quad Sum of routed wire length over all layers & 2050 µm \\
\quad Length of routed met2 wiring & 986 µm \\
\quad Number of antenna diodes & 0 \\
\quad Routed length per instance & 11.1 µm \\
\quad Top layer reached by signal wires & met4 \\
\quad Number of vias per cell & 4.10 \\
\quad Met3 WL post-DR & 68 µm \\
\multicolumn{2}{l}{\textbf{Synth}} \\
\quad Ys Warns & 1 \\
\quad Synthesized area & 892 µm² \\
\quad Distinct cell type count after synthesis & 36 \\
\quad Commonest flop & dfxtp\_1 \\
\quad Number of flops mapped to enable cells by yosys & 0 \\
\quad Fraction of synthesized cell area taken by the top area cell type & 35.9\% \\
\quad Synth cell count leaders & dfxtp\_1, inv\_1, nand2\_1 \\
\quad Synthesis area per yosys & 892 µm² \\
\quad Cell type with the highest aggregate area in the netlist & dfxtp\_1 \\
\quad Proportion of synthesized chip area in sequential cells & 35.9\% \\
\quad Cell count after synthesis & 101 \\
\quad Post-synthesis sequential element count & 16 \\
\quad Cell count listed in synth\_stat.txt & 101 \\
\quad Most common cell in the netlist & dfxtp\_1 \\
\quad Top cells by area & dfxtp\_1, ha\_1, inv\_1 \\
\quad Syn\_area\_per\_cell & 8.83 µm² \\
\quad Proportion of synthesized flip-flops having asynchronous set or reset & 0\% \\
\multicolumn{2}{l}{\textbf{Global routing}} \\
\quad Residual overflow from global routing & 0 \\
\quad Vias in the first global route & 700 \\
\quad Maximum number of pins on one net before global-route repair & 15 \\
\quad Global-route usage over all layers & 4.76\% \\
\quad Initial antenna violation count & 0 \\
\quad Global-route wire length before repair & 3360 µm \\
\multicolumn{2}{l}{\textbf{Finish}} \\
\quad P\&R area growth vs syn & 31.4\% \\
\quad Post-route design area & 0.00117 mm² \\
\quad Final cell utilization of the core & 24.8\% \\
\quad Filler-free cell count of the finished design & 185 \\
\quad Layout cell share with drive strength beyond 1 & 8.47\% \\
\quad Filler instances & 518 \\
\multicolumn{2}{l}{\textbf{Placement}} \\
\quad Pre-CTS WS & 0.948 ns \\
\quad Dpl cell area & 0.00113 mm² \\
\quad Routability Congestion & 0.740 \\
\quad Placed insts & 182 \\
\quad Placed wire-length estimate after detailed placement & 1530 µm \\
\quad Buffers added on ports & 17 \\
\multicolumn{2}{l}{\textbf{CTS}} \\
\quad H-Tree Level Count & 1 \\
\quad CTS tree & built \\
\quad Clock input transition at the sequential cells of the worst setup and hold paths & 0.07 ns \\
\quad CTS Sinks & 16 \\
\quad Insertion delay of the later-clocked pin in the worst-skew pair & 0.25 ns \\
\quad Clk buf depth & 2 \\
\quad Number of gates given a new drive strength after cts & 0 \\
\quad Post-CTS setup buffers & 0 \\
\quad Root cell of the clock tree & clkbuf\_8 \\
\quad Number of CTS-inserted buffers & 3 \\
\quad Cts-stage hold buffer count & 0 \\
\multicolumn{2}{l}{\textbf{Floorplan}} \\
\quad Fp util & 18.9\% \\
\quad Chip footprint & 0.00810 mm² \\
\quad Die height & 90 µm \\
\quad Std-Cell Core Area & 0.00472 mm² \\
\quad Number of core rows & 25 \\
\quad Ports & 18 \\
\quad Horiz. Die Dim & 90 µm \\
\multicolumn{2}{l}{\textbf{Run}} \\
\quad Log Warnings & 29 \\
\quad Max\_cap viols & 0 \\
\multicolumn{2}{l}{\textbf{Power and ir drop}} \\
\quad Static Leakage & 0.393 nW \\
\quad Peak supply drop & 0.111 mV \\
\quad Power Dens Cells & 365 mW/mm² \\
\hline
\end{tabular}
[cells by family after synthesis]
family	synth area share (%)
AND-OR/OR-AND	16.0
XOR/XNOR	0.982
adder cells (fa/ha/maj)	11.2
buffers and inverters	7.15
flip-flops	35.9
multiplexers	1.12
AND/OR/NAND/NOR	27.6
[sequential cells by signal, summed over array words and instances (netlist names)]
register,flops
digit0,4
digit1,4
digit2,4
digit3,4
[worst register-to-register path, cell delays in order, from the launching register on]
cell and delay [ns]:
dfxtp_1 0.41, inv_1 0.09, ha_1 0.19, or2b_4 0.22
nand4_4 0.20, a2111o_1 0.46, o41ai_2 0.19
[final timing paths]
| kind | slack (ns) | cells past startpoint | end | from |
|---|---|---|---|---|
| setup reg to reg | 1.25 | 6 | digit3[3] | digit1[0] |
| hold reg to reg | 0.52 | 2 | digit2[1] | digit2[1] |
| setup / recovery | 1.21 | 4 | digit2[3] | reset |
| hold / removal | 0.52 | 2 | digit2[1] | digit2[1] |
[cell usage in the layout (no fill, tap or decap), types with 2 or more instances in the layout]
| cell | netlist | layout |
|---|---|---|
| a2111o_1 | 2 | 2 |
| a21oi_1 | 6 | 6 |
| clkbuf_8 | 0 | 3 |
| clkdlybuf4s50_1 | 0 | 17 |
| dfxtp_1 | 16 | 16 |
| ha_1 | 8 | 8 |
| inv_1 | 11 | 11 |
| nand2_1 | 9 | 9 |
| nand2b_1 | 4 | 4 |
| nand3_1 | 5 | 5 |
| nand3b_1 | 2 | 2 |
| nor2_1 | 5 | 5 |
| nor3_1 | 4 | 4 |
| o21ai_0 | 2 | 2 |
| or4_1 | 2 | 2 |
[final cells by class]
cell class              count  area (µm²)  share of cell area, %
clock buffers               3        41.3                   3.52
well taps                  67        83.8                   7.15
repair buffers             18         178                   15.2
inverters                  11        41.3                   3.52
flip-flops and latches     16         320                   27.3
multi-input cells          70         508                   43.3
[per-stage QoR]
stage,hold WS [ns],total power [mW]
3_5_place_dp,0.520,0.274
3_3_place_gp,0.512,0.274
5_1_grt,0.555,0.445
4_1_cts,0.530,0.433
6_report,0.522,0.428
2_1_floorplan,0.456,0.252
[per-layer routing]
layer  global-route usage (%)  vias up
li1                         -      391
met1                     6.51      350
met2                     7.57       15
met3                     1.01        2
met4                    0.928        0
met5                        0        -
[report_power, final]
part	switching [mW]	internal, mW
Clock	0.0734	0.0862
Combinational	0.0176	0.0286
Sequential	0.00927	0.213
Total	0.100	0.327
No activity file was given, so power comes from the tool's default toggle rates.
